## flow/design.v

```verilog
`timescale 1ns / 1ps
module button(
    input clk, reset_n,
    input noisy,
    output debounced,
    output p_edge, n_edge, any_edge
    );
    delayed_debouncer DD0(
        .clk(clk),
        .reset_n(reset_n),
        .noisy(noisy),
        .debounced(debounced)
    );
    edge_detector ED0(
        .clk(clk),
        .reset_n(reset_n),
        .level(debounced),
        .p_edge(p_edge),
        .n_edge(n_edge),
        .any_edge(any_edge)
    );
endmodule
`timescale 1ns / 1ps
module delayed_debouncer(
    input clk, reset_n,
    input noisy,
    output debounced
    );
    wire timer_done, timer_reset;
    delayed_debouncer_fsm FSM0(
        .clk(clk),
        .reset_n(reset_n),
        .noisy(noisy),
        .timer_done(timer_done),
        .timer_reset(timer_reset),
        .debounced(debounced)
    );
    timer_parameter #(.fv(1_999_999)) T0(
        .clk(clk),
        .reset_n(~timer_reset),
        .enable(~timer_reset),
        .done(timer_done)
    );
endmodule
`timescale 1ns / 1ps
module delayed_debouncer_fsm(
    input clk, reset_n,
    input noisy, timer_done,
    output timer_reset,debounced
    );
    reg [1:0] state_reg, state_next;
    localparam s0=0, s1=1, s2=2, s3=3;
    always @(posedge clk, negedge reset_n) begin
        if(~reset_n)
            state_reg<=2'b00;
        else
            state_reg<=state_next;
    end
    always @(*) begin
        case(state_reg) 
            s0:if(~noisy)
                    state_next=s0;
               else if(noisy)
                    state_next=s1;
            s1:if(~noisy)
                    state_next=s0;
               else if(noisy&~timer_done)
                    state_next=s1;
               else if(noisy&timer_done)
                    state_next=s2;
            s2:if(noisy)
                    state_next=s2;
               else if(~noisy)
                    state_next=s3;
            s3:if(noisy)
                    state_next=s2;
               else if(~noisy&~timer_done)
                    state_next=s3;
               else if(~noisy&timer_done)
                    state_next=s0;
            default:state_next=state_reg;
        endcase
    end
    assign timer_reset=(state_reg==s0)|(state_reg==s2);
    assign debounced=(state_reg==s2)|(state_reg==s3);
endmodule
`timescale 1ns / 1ps
module edge_detector(
        input clk, reset_n,
        input level,
        output p_edge, n_edge, any_edge
    );
    reg state_reg, state_next;
    localparam s0=0, s1=1;
    always @(posedge clk, negedge reset_n) begin
        if(~reset_n)
            state_reg<=1'b0;
        else
            state_reg<=state_next;
    end
    always @(*) begin
        case(state_reg)
            s0:if(~level)
                   state_next=s0;
               else
                   state_next=s1;
            s1:if(level)
                   state_next=s1;
               else
                   state_next=s0;
            default:state_next=state_reg;
        endcase
    end
    assign p_edge=(state_reg==s0)&level;
    assign n_edge=(state_reg==s1)&~level;
    assign any_edge=p_edge|n_edge;
endmodule
`timescale 1ns / 1ps
module timer_parameter #(parameter fv=255)(
    input clk, reset_n,
    input enable,
    output done
    );
    localparam n=$clog2(fv);
    reg [n-1:0] Q_reg, Q_next;
    always @(posedge clk, negedge reset_n) begin
        if(~reset_n)
            Q_reg<=0;
        else
            Q_reg<=Q_next;
    end    
    always @(*) begin
        if(enable)
            Q_next=Q_reg+1;
        else
            Q_next=Q_reg;
    end
    assign done=(Q_reg==fv);
endmodule
```

## flow/constraint.sdc

```tcl
current_design button

set clk_period 1.8
set clk_io_pct 0.2

create_clock -name clk0 -period $clk_period [get_ports {clk}]

set non_clock_inputs [all_inputs -no_clocks]
set_input_delay [expr $clk_period * $clk_io_pct] -clock clk0 $non_clock_inputs
set_output_delay [expr $clk_period * $clk_io_pct] -clock clk0 [all_outputs]
```

## flow/run.sh

```bash
#!/bin/bash
# OpenROAD 26Q1-2900-gdf79404cd8, Yosys 0.63+post, stock flow scripts
make -C /OpenROAD-flow-scripts/flow DESIGN_CONFIG=/design/flow/config.mk WORK_HOME=/design/flow/orfs finish
```

## flow/config.mk

```make
export PLATFORM = sky130hd
export DESIGN_NAME = button
export DESIGN_NICKNAME = button
export VERILOG_FILES = /design/flow/design.v
export SDC_FILE = /design/flow/constraint.sdc
export NUM_CORES = 4
export LEC_CHECK = 1
export CORE_AREA = 10 10 103 103
export DIE_AREA = 0 0 113 113
```

==> impl_metrics.toml <==
# yosys + openroad results
[setup_path]
slowest_delay_ns = 0.38
arrival_ns = 1.93
required_ns = 1.96
cp_top_family = "simple AND/OR/NAND/NOR gates"
path_class = "flip-flop to flip-flop"
crit_chain = "ha_2, buf_6, and4_4, nand2_4, nor2_4, mux2_4, dlxtn_1"
crit_buf_inv = 1
startpoint_type = "flip-flop"
crit_fanout = 4
worst_path_max_delay_cell = "dfrtp_1"
critPathCaptureType = "flip-flop"

[synth]
edf_count = 0
flop_cell = "dfrtp_1"
synth_flops = 26
top_cells_by_count = "dfrtp_1 (24), xnor2_1 (15), nand2_1 (7), nand4_1 (7)"
syn_area_um2 = 1150
yosys_area_um2 = 1150
top_cell_area_share_pct = 52.1
synth.most_common_cell = "dfrtp_1"
ys_warn_count = 3
synth.distinct_cells = 24
netlist_instances = 99
avgSynthCellArea_um2 = 11.7
async_flop_share_pct = 92.3
area_leaders = "dfrtp_1 (52%), xnor2_1 (11%), xor2_1 (4.6%), nand4_1 (3.8%), ha_1 (3.3%)"
yosys.area.top_type = "dfrtp_1"
yosys_cells = 99

[cells_and_area]
design_area_um2 = 1580
largest_reg_flops = 21
syn2layout_area_growth_pct = 37.1
drive_gt1_share_pct = 27.5
fill_cells = 875
final_cells = 225

[timing]
fin_tns_setup_ns = 0
holdWs_ns = 0.270
rsz0062_at_grt = "true"
fin_skew_ns = 0.00264
fin_crit_sh_pct = 98.5
untimed_endpoints = 2
fmax_ghz = 0.564
final-setup-viol-count = 0
slew_viol_final = 0
hold_viol = 0
period_needed_ns = 1.77
unclocked_regs = 2

[floorplan]
die_h_um = 113
io-pin-count = 7
dieArea_um2 = 12800
fp.dieW_um = 113
fp-utilization_pct = 13.9
rows = 33
core_area_um2 = 8300

[clock_tree]
root_buffer = "clkbuf_8"
clockBufferDepth = 2
cts_max_level = 1
postCtsHoldBufs = 0
cts.clk_slew.worst_paths_ns = 0.08
clk_latency_ns = 0.26
cts_tree = "built"
numCtsBuffers = 3

[outcome]
status = "completed"

[routing]
via_per_inst = 3.37
vias = 758
drc_errors = 0
postRouteAntennaNets = 0
insertedDiodeCount = 0
wl_mm = 2.02
wl_per_cell_um = 8.97
firstDrtPassIters = 4
drt_iter0_markers = 59

[run]
tool_warnings = 27
cap_viol_max_count = 0

[place]
place.gp.congestion = 0.778
dpl-instance-area_um2 = 1360
placed_cells = 212
placement.io_buffers = 6
hpwl_mm = 1.33

[global_routing]
grt_pass1_wl_mm = 3.40
grt_pass1_vias = 750
track_usage_pct = 3.07
overflow = 0
grt_start_max_net_pins = 14
antenna_found_initial = 0

[worst_hold_path]
hp-class = "input pin to asynchronous set/reset pin"

[power_and_ir_drop]
vdd_drop_max_uv = 357
finalPower_mw = 1.27
p_per_area_nw_per_um2 = 802
p_leak_nw = 0.694
power breakdown:
| part | switching (mW) | internal, mW |
|---|---|---|
| clock | 0.164 | 0.195 |
| sequential | 0.0841 | 0.616 |
| combinational | 0.0781 | 0.131 |
routing by layer:
layer	part of all wire [%]	vias up	track usage (%)	wire (µm)
met5	0	-	0	0
met4	0	0	0.169	0
met3	6.4	0	1.50	130
met2	44	11	4.57	879
met1	50	368	4.12	1010
li1	-	379	-	-
stage by stage:
stage          util, %  setup slack, ns
6_report          19.1           0.0279
3_3_place_gp      16.4           -0.167
4_1_cts           18.2           0.0150
2_1_floorplan        -            0.179
3_5_place_dp      16.4           -0.178
5_1_grt           19.1          -0.0448
worst reg2reg max path, cell delays in order (launching register included):
cell and delay, ns:
dfrtp_1 0.38, ha_2 0.20, buf_6 0.10, and4_4 0.27, nand2_4 0.06, nor2_4 0.14
mux2_4 0.31, dlxtn_1 0.22
cells in the final DEF (no fill, tap or decap), drive strengths merged:
cell type / netlist / final
nand3: 5 / 5
dlxtn: 2 / 2
nor4b: 2 / 2
clkbuf: 2 / 4
xor2: 6 / 6
dlymetal6s2s: 0 / 1
and4: 3 / 3
nand4: 9 / 9
buf: 0 / 11
or2: 1 / 1
nand2: 7 / 7
dfrtp: 24 / 24
or3: 1 / 1
nor3: 1 / 1
nor2: 6 / 6
and3: 1 / 1
inv: 4 / 4
and2: 1 / 1
dlygate4sd2: 0 / 1
bufbuf: 0 / 1
xnor2: 15 / 15
conb: 1 / 2
ha: 3 / 3
clkdlybuf4s50: 0 / 4
nor4: 3 / 3
mux2: 2 / 2
cell families (layout without fill, tap and decap cells):
logic type / count (synthesis) / count (layout) / synth area share [%]
and+or+nand+nor: 40 / 40 / 21.9
DFF: 24 / 24 / 52.1
xor gates and xnor gates: 21 / 21 / 15.9
buffers and inverters: 6 / 26 / 1.95
adders and majority gates: 3 / 3 / 3.25
muxes: 2 / 2 / 1.95
latches: 2 / 2 / 2.60
other: 1 / 2 / 0.325
worst paths after layout:
path	start	end	slack (ns)	depth (start not counted)
min in group clk0	DD0.T0.Q_reg[19]	DD0.T0.Q_reg[19]	0.47	1
worst min-delay path	reset_n	DD0.FSM0.state_reg[0]	0.27	1
worst min register to register	DD0.FSM0.state_reg[0]	DD0.T0.Q_reg[20]	0.37	3
worst max-delay path	DD0.T0.Q_reg[0]	DD0.FSM0.state_reg[1]	0.03	7
worst max register to register	DD0.T0.Q_reg[0]	DD0.FSM0.state_reg[1]	0.03	7
max in group asynchronous	DD0.FSM0.state_reg[0]	DD0.T0.Q_reg[7]	1.10	4
final cells by class:
type,instances,area (µm²),area share [%]
Clock buffer,4,55.1,3.48
Multi-Input combinational cell,68,556,35.1
Tap cell,105,131,8.31
Timing Repair Buffer,18,193,12.2
Sequential cell,26,632,40.0
Inverter,4,15.0,0.949
what timing repair did:
item                       CTS  global route
setup endpoints to repair    2             2
pin swaps                    1             3
gates cloned                 1             0
resized                     12            12
setup buffers                2             8
Power is estimated from default activity; no workload was simulated.
